--- flow/constraint.sdc ---
current_design FIR

set clk_period 11.9
set clk_io_pct 0.2

create_clock -name clk0 -period $clk_period [get_ports {clk}]

set non_clock_inputs [all_inputs -no_clocks]
set_input_delay [expr $clk_period * $clk_io_pct] -clock clk0 $non_clock_inputs
set_output_delay [expr $clk_period * $clk_io_pct] -clock clk0 [all_outputs]
--- flow/run.sh ---
#!/bin/bash
# OpenROAD 26Q1-2900-gdf79404cd8, Yosys 0.63+post, stock flow scripts
make -C /OpenROAD-flow-scripts/flow DESIGN_CONFIG=/design/flow/config.mk WORK_HOME=/design/flow/orfs finish
--- flow/design.v ---
`timescale 1ns / 1ps
module FIR(
input clk,
input reset,
input [7:0] din,
input [7:0] c0,
input [7:0] c1,
input [7:0] c2,
output [15:0] dout
    );
wire[15:0] mult_out2, mult_out1, mult_out0;
wire[15:0] add_out1,add_out2;
wire[15:0] d1_out,d2_out;
assign mult_out2 = din * c2;
assign mult_out1 = din * c1;
assign mult_out0 = din * c0;
dff d1 (.clk(clk),.reset(reset),.din(mult_out2),.dout(d1_out));
assign add_out1 = d1_out + mult_out1;
dff d2 (.clk(clk),.reset(reset),.din(add_out1),.dout(d2_out));
assign add_out2 = d2_out + mult_out0;
assign dout = add_out2;  
endmodule
module dff(
input clk,
input reset,
input[15:0] din,
output reg[15:0] dout
);
always @ (posedge clk)
begin
    if (reset)
        dout <= 0;
    else 
        dout <= din;
end
endmodule
--- flow/config.mk ---
export PLATFORM = sky130hd
export DESIGN_NAME = FIR
export DESIGN_NICKNAME = FIR
export VERILOG_FILES = /design/flow/design.v
export SDC_FILE = /design/flow/constraint.sdc
export NUM_CORES = 4
export LEC_CHECK = 1
export CORE_UTILIZATION = 50
==> metrics.csv <==
metric,value,unit
die_h,129,µm
ys_sh_adder,0.501,
cts_hold_repair.buffers,0,
drive_gt1_frac,0.0305,
fp_util,0.511,
boundaryPins,50,
hold_slack,0.571,ns
synth.cell_area,8090,µm²
synth.comb.largest_family,adder cells,
cp-end-kind,output pin,
finalPower,2130,µW
xor_share,0.0238,
skew,0.00475,ns
muxShareOfSynthArea,0.00959,
cts_max_level,2,
wl,15.5,mm
avgViaCountPerCell,4.89,
powerDensity,237,nW/µm²
rsz0062_at_grt,no,
cts_tree,built,
clkSinkCount,32,
clkSlewWorstSetupHoldPaths,0.05,ns
edf_count,0,
fin_crit,9.74,ns
clockBufferDepth,2,
clock.latency.late_pin,0.27,ns
grt_pass1_vias,5601,
critPathRequiredTime,9.52,ns
placed_area,8840,µm²
layout_top_cell,inv_1,
tool_warnings,25,
synth.distinct_cells,55,
worstPathArrival,7.36,ns
max_slew_margin,0.586,
start_kind,input port,
rows,46,
grt.overflow.total,0,
crit_chain,clkdlybuf4s50_1 > buf_4 > and2_1 > fa_1 > fa_1 > inv_1 > fa_1 > fa_1 > inv_1 > ha_1 > a21oi_1 > o32ai_1 > o311ai_0 > nand2_1 > xor2_1 > clkdlybuf4s50_1,
cts_root_buffer,clkbuf_16,
antenna_found_initial,0,
maxSlewViolCount,0,
drtPass1Iterations,5,
die_x,129,µm
vias,5859,
ant_nets,0,
cts_setup_buffers,0,
insertedDiodeCount,0,
yosysCellCount,938,
worst_slew_pin_slew,0.613,ns
numPortBuffers,49,
finalClockPeriodUsage,0.818,
synth-async-reset-ratio,0,
synth-simple-area-share,0.190,
status,finished clean,
holdCritPathClass,register to register,
fin_area,8970,µm²
path_max_fanout,24,
max_cap_viol_count,0,
post_cts_resized,0,
fmax,103,MHz
compound_area_frac,0.0767,
grt_start_max_net_pins,46,
setup_viol,0,
crit_top_cell,fa_1,
grt_pass1_wl,27.1,mm
synthCells,938,
flop_cell,dfxtp_1,
dieArea,16700,µm²
ys_warn_count,1,
gp_congestion,0.809,
cts_buffers,5,
groute.usage.overall,0.220,
syn_avg_cell_area,8.62,µm²
ys.flops,32,
leakage,0.00468,µW
core,15800,µm²
cpPeakStageDelay,0.56,ns
drc,0,
mostFrequentLayoutCells,"inv_1 (238), fa_1 (136), and2_1 (126), ha_1 (106), nand2_1 (76)",
hold_viol,0,
ys_seq_frac,0.0792,
final.setup.tns,0,ns
critPathKind,input port to output pin,
avgRoutedWirePerCell,13.0,µm
areaGrowthSynthToFinish,10.9,%
yosysChipArea,8090,µm²
dp_hpwl,12.8,mm
cp_slowest_cell,o311ai_0,
first_iter_violations,220,
irDropWorstVdd,0.165,mV
## worst max-delay path: cells and delay by family
family / cells / cell delay (ns)
buffers and inverters: 5 / 1.30
AOI/OAI and AO/OA: 3 / 0.93
xor gates and xnor gates: 1 / 0.15
and+or+nand+nor: 2 / 0.32
adders and majority gates: 5 / 2.27
## state kept, by name, indices dropped and copies added (netlist names)
name	flops
d1.dout	16
d2.dout	16
## power breakdown
part	switching, µW	internal [µW]	total (µW)
Sequential	13.7	148	162
Combinational	944	905	1850
Clock	41.4	75.7	117
Total	999	1130	2130
## layer usage
| layer | track usage | part of all wire | wire length (µm) |
|---|---|---|---|
| met1 | 0.365 | 0.49 | 7680 |
| met2 | 0.343 | 0.47 | 7250 |
| met3 | 0.0362 | 0.039 | 604 |
| met4 | 0.00138 | 0.00032 | 5 |
| met5 | 0 | 0 | 0 |
## cell type report
cell class | count | area, µm²
clock buffer | 6 | 129
clock inverter | 1 | 5.00
fill | 1514 | 6860
inverter | 238 | 893
multi-input combinational | 647 | 6470
sequential | 32 | 641
tap | 216 | 270
timing repair buffer | 58 | 558
## stage by stage
stage / utilization / cells / worst slack, ns
floorplan: - / 938 / 3.61
global placement: 0.558 / 1191 / 2.27
detailed placement: 0.558 / 1191 / 2.26
CTS: 0.567 / 1198 / 2.24
global route: 0.567 / 1198 / 1.95
finish: 0.567 / 1198 / 2.16
## worst paths after layout
path                                  from     endpoint  slack, ns  depth (start not counted)
worst max-delay path                din[5]     dout[14]       2.16                         16
worst min-delay path            d1.dout[0]   d2.dout[0]       0.57                          2
worst max register to register  d1.dout[7]  d2.dout[13]       7.72                         14
worst min register to register  d1.dout[0]   d2.dout[0]       0.57                          2
## cell usage after synthesis (3+ instances only)
master / n / share of area
inv_1: 238 / 0.11
fa_1: 136 / 0.34
and2_1: 126 / 0.097
ha_1: 106 / 0.16
nand2_1: 76 / 0.035
nor2_1: 38 / 0.018
dfxtp_1: 32 / 0.079
clkbuf_1: 21 / 0.0097
a21oi_1: 20 / 0.012
nor2b_1: 15 / 0.012
xnor2_1: 12 / 0.013
a21o_1: 11 / 0.010
nor3_1: 11 / 0.0068
xor2_1: 10 / 0.011
o21a_1: 7 / 0.0065
nand2b_1: 6 / 0.0046
o21ai_0: 6 / 0.0037
a211oi_1: 5 / 0.0046
mux2_2: 5 / 0.0070
nand3_1: 4 / 0.0025
o211ai_1: 4 / 0.0037
nor3b_1: 3 / 0.0028
o21bai_1: 3 / 0.0028
o311ai_1: 3 / 0.0032
or2_2: 3 / 0.0023
## kinds of logic (layout without fill, tap and decap cells)
group                      count (synthesis)  after routing
and+or+nand+nor                          291            291
adders and majority gates                242            242
DFF                                       32             32
xor gates and xnor gates                  22             22
AOI/OAI and AO/OA                         85             85
muxes                                      7              7
buffers and inverters                    259            303
Power and IR drop assume default switching activity.
