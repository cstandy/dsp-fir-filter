## ./run.sh

```bash
#!/bin/bash
# OpenROAD 26Q1-2900-gdf79404cd8, Yosys 0.63+post, stock flow scripts
make -C /OpenROAD-flow-scripts/flow DESIGN_CONFIG=/design/flow/config.mk WORK_HOME=/design/flow/orfs finish
```

## ./config.mk

```make
export PLATFORM = sky130hd
export DESIGN_NAME = top
export DESIGN_NICKNAME = top
export VERILOG_FILES = /design/flow/design.v
export SDC_FILE = /design/flow/constraint.sdc
export NUM_CORES = 4
export LEC_CHECK = 1
export CORE_UTILIZATION = 40
```

## ./constraint.sdc

```tcl
current_design top

set clk_period 11.8
set clk_io_pct 0.2

create_clock -name clk0 -period $clk_period [get_ports {clk}]

set non_clock_inputs [all_inputs -no_clocks]
set_input_delay [expr $clk_period * $clk_io_pct] -clock clk0 $non_clock_inputs
set_output_delay [expr $clk_period * $clk_io_pct] -clock clk0 [all_outputs]
```

## ./design.v

```verilog
module booth_encoder(inv, shift, in);
output reg       inv;
output reg [1:0] shift;  
input  [2:0] in;
wire a = in[2];
wire b = in[1];
wire c = in[0];
reg high;
reg low;
always @(in) begin
	inv = a & ~(b & c);
	high = (~a & b & c) | ~(~a | b | c);
	low = ~(b | ~c) | ~(~b | c);
	shift = {high, low};
end
endmodule
module mux2_1(out, in1, in2, select);
output out;
input in1, in2, select;
wire T1, T2, selectbar;
and (T1, in2, select);
nor (T2, ~in1, select);
or (out, T1, T2);
endmodule
module mux2_1_10b(out, in1, in2, select);
input  [9:0] in1;
input  [9:0] in2;
input        select;
output [9:0] out;
mux2_1 mux0(.out(out[0]), .in1(in1[0]), .in2(in2[0]), .select(select));
mux2_1 mux1(.out(out[1]), .in1(in1[1]), .in2(in2[1]), .select(select));
mux2_1 mux2(.out(out[2]), .in1(in1[2]), .in2(in2[2]), .select(select));
mux2_1 mux3(.out(out[3]), .in1(in1[3]), .in2(in2[3]), .select(select));
mux2_1 mux4(.out(out[4]), .in1(in1[4]), .in2(in2[4]), .select(select));
mux2_1 mux5(.out(out[5]), .in1(in1[5]), .in2(in2[5]), .select(select));
mux2_1 mux6(.out(out[6]), .in1(in1[6]), .in2(in2[6]), .select(select));
mux2_1 mux7(.out(out[7]), .in1(in1[7]), .in2(in2[7]), .select(select));
mux2_1 mux8(.out(out[8]), .in1(in1[8]), .in2(in2[8]), .select(select));
mux2_1 mux9(.out(out[9]), .in1(in1[9]), .in2(in2[9]), .select(select));
endmodule 
module select_m(out, in, sel);
output [9:0] out;
input  [7:0] in;
input  [2:0] sel;
wire         _inv   = sel[2];
wire   [1:0] _shift = sel[1:0];
wire   [8:0] _in    = {in[7], in};  
wire   [8:0] in_b   = ~_in + 1'b1;
wire   [9:0] out1;
wire   [9:0] out2;
wire   [9:0] out3;
mux2_1_10b muxA(.out(out1), .in1({_in, 1'b0} ), .in2({_in[8], _in}  ), .select(_shift[0]));
mux2_1_10b muxB(.out(out2), .in1({in_b, 1'b0}), .in2({in_b[8], in_b}), .select(_shift[0]));
mux2_1_10b muxC(.out(out3), .in1(out1        ), .in2(out2           ), .select(_inv));
mux2_1_10b muxD(.out(out),  .in1(out3        ), .in2(10'b0          ), .select(~_shift[0] & ~_shift[1]));
endmodule
module mux2_1_16b(out, in1, in2, select);
input  [15:0] in1;
input  [15:0] in2;
input         select;
output [15:0] out;
mux2_1 mux0 (.out(out[ 0]), .in1(in1[ 0]), .in2(in2[ 0]), .select(select));
mux2_1 mux1 (.out(out[ 1]), .in1(in1[ 1]), .in2(in2[ 1]), .select(select));
mux2_1 mux2 (.out(out[ 2]), .in1(in1[ 2]), .in2(in2[ 2]), .select(select));
mux2_1 mux3 (.out(out[ 3]), .in1(in1[ 3]), .in2(in2[ 3]), .select(select));
mux2_1 mux4 (.out(out[ 4]), .in1(in1[ 4]), .in2(in2[ 4]), .select(select));
mux2_1 mux5 (.out(out[ 5]), .in1(in1[ 5]), .in2(in2[ 5]), .select(select));
mux2_1 mux6 (.out(out[ 6]), .in1(in1[ 6]), .in2(in2[ 6]), .select(select));
mux2_1 mux7 (.out(out[ 7]), .in1(in1[ 7]), .in2(in2[ 7]), .select(select));
mux2_1 mux8 (.out(out[ 8]), .in1(in1[ 8]), .in2(in2[ 8]), .select(select));
mux2_1 mux9 (.out(out[ 9]), .in1(in1[ 9]), .in2(in2[ 9]), .select(select));
mux2_1 mux10(.out(out[10]), .in1(in1[10]), .in2(in2[10]), .select(select));
mux2_1 mux11(.out(out[11]), .in1(in1[11]), .in2(in2[11]), .select(select));
mux2_1 mux12(.out(out[12]), .in1(in1[12]), .in2(in2[12]), .select(select));
mux2_1 mux13(.out(out[13]), .in1(in1[13]), .in2(in2[13]), .select(select));
mux2_1 mux14(.out(out[14]), .in1(in1[14]), .in2(in2[14]), .select(select));
mux2_1 mux15(.out(out[15]), .in1(in1[15]), .in2(in2[15]), .select(select));
endmodule
module cla_1b(s, cin, p, g, a, b);
	input a, b, cin;
	output s;
    output p;
    output g;
    wire p;
    wire g;
    xor(p, a, b);
    xor(s, p, cin);
    and(g, a, b);
endmodule
module cla_logic(pg, gg, cout, p, g, cin);
  input [3:0] p;
  input [3:0] g;
  input cin;
  output reg [3:0] cout;
  output reg pg;
  output reg gg;
  always @(*) begin
    cout[0] = g[0] | (p[0] & cin);
    cout[1] = g[1] | (g[0] & p[1]) | (cin & p[0] & p[1]);
    cout[2] = g[2] | (g[1] & p[2]) | (g[0] & p[1] & p[2]) |
              (cin & p[0] & p[1] & p[2]);
    cout[3] = g[3] | (g[2] & p[3]) | (g[1] & p[2] & p[3]) |
              (g[0] & p[1] & p[2] & p[3]) | (cin & p[0] & p[1] & p[2] & p[3]);
    pg = p[0] & p[1] & p[2] & p[3];
    gg = g[3] | (g[2] & p[3]) | (g[1] & p[2] & p[3]) |
              (g[0] & p[1] & p[2] & p[3]);
  end
endmodule
module cla_4b(s, cin, pg, gg, cout, a, b);
  input [3:0] a;
  input [3:0] b;
  input       cin;
  output [3:0] s;
  output       pg;
  output       gg;
  output reg   cout;
  wire [3:0] p;
  wire [3:0] g;
  wire [3:0] c;
  cla_1b fa0(.s(s[0]), .cin(cin ), .p(p[0]), .g(g[0]), .a(a[0]), .b(b[0]));
  cla_1b fa1(.s(s[1]), .cin(c[0]), .p(p[1]), .g(g[1]), .a(a[1]), .b(b[1]));
  cla_1b fa2(.s(s[2]), .cin(c[1]), .p(p[2]), .g(g[2]), .a(a[2]), .b(b[2]));
  cla_1b fa3(.s(s[3]), .cin(c[2]), .p(p[3]), .g(g[3]), .a(a[3]), .b(b[3]));
  cla_logic cla_l1(.pg(pg), .gg(gg), .cout(c), .p(p), .g(g), .cin(cin));
  always @(*) begin
    cout = c[3];
  end
endmodule
module cla_16b(s, cin, pg, gg, cout, a, b);
  input [15:0] a;
  input [15:0] b;
  input        cin;
  output [15:0] s;
  output        pg;
  output        gg;
  output reg    cout;
  wire [3:0] p;
  wire [3:0] g;
  wire [3:0] c;
  cla_4b ca0(.s(s[3 :0 ]), .cin(cin ), .pg(p[0]), .gg(g[0]), .a(a[3 :0 ]), .b(b[3 :0 ]));
  cla_4b ca1(.s(s[7 :4 ]), .cin(c[0]), .pg(p[1]), .gg(g[1]), .a(a[7 :4 ]), .b(b[7 :4 ]));
  cla_4b ca2(.s(s[11:8 ]), .cin(c[1]), .pg(p[2]), .gg(g[2]), .a(a[11:8 ]), .b(b[11:8 ]));
  cla_4b ca3(.s(s[15:12]), .cin(c[2]), .pg(p[3]), .gg(g[3]), .a(a[15:12]), .b(b[15:12]));
  cla_logic cla_l2(.pg(pg), .gg(gg), .cout(c), .p(p), .g(g), .cin(cin));
  always @(*) begin
    cout = c[3];
  end
endmodule
module booth_mult(product, multiplicand, multiplier);
input  [8-1:0]   multiplicand;
input  [8-1:0]   multiplier;
output [2*8-1:0] product;
wire   [8-1:0]   m   = multiplier;
wire   [8-1:0]   md  = multiplicand;
wire [3:0] inv;
wire [1:0] shift [0:3];
wire [8+1:0]   temp_a [0:3];  
wire [2*8-1:0] a      [0:3];  
wire [2*8-1:0] p_sum  [0:1];  
wire [2*8-1:0] sum;           
assign product = sum;
booth_encoder be1(.inv(inv[0]), .shift(shift[0]), .in({m[1:0], 1'b0}));
booth_encoder be2(.inv(inv[1]), .shift(shift[1]), .in(m[3:1]        ));
booth_encoder be3(.inv(inv[2]), .shift(shift[2]), .in(m[5:3]        ));
booth_encoder be4(.inv(inv[3]), .shift(shift[3]), .in(m[7:5]        ));
select_m sm1(.out(temp_a[0]), .in(md), .sel({inv[0], shift[0]}));
select_m sm2(.out(temp_a[1]), .in(md), .sel({inv[1], shift[1]}));
select_m sm3(.out(temp_a[2]), .in(md), .sel({inv[2], shift[2]}));
select_m sm4(.out(temp_a[3]), .in(md), .sel({inv[3], shift[3]}));
mux2_1_16b m1(.out(a[0]), .in1({6'b0, temp_a[0]}      ), .in2({6'b11_1111, temp_a[0]}      ), .select(temp_a[0][8+1]));
mux2_1_16b m2(.out(a[1]), .in1({4'b0, temp_a[1], 2'b0}), .in2({4'b1111,    temp_a[1], 2'b0}), .select(temp_a[1][8+1]));
mux2_1_16b m3(.out(a[2]), .in1({2'b0, temp_a[2], 4'b0}), .in2({2'b11,      temp_a[2], 4'b0}), .select(temp_a[2][8+1]));
mux2_1_16b m4(.out(a[3]), .in1({      temp_a[3], 6'b0}), .in2({            temp_a[3], 6'b0}), .select(temp_a[3][8+1]));
cla_16b cla_16b_1(.s(p_sum[0]), .cin(1'b0), .a(a[0]    ), .b(a[1]    ));
cla_16b cla_16b_2(.s(p_sum[1]), .cin(1'b0), .a(a[2]    ), .b(a[3]    ));
cla_16b cla_16b_3(.s(sum     ), .cin(1'b0), .a(p_sum[0]), .b(p_sum[1]));
endmodule
module dff_16b(dout, din, clk, rst);
  input             clk;
  input             rst;
  input [15:0]      din;
  output reg [15:0] dout;
  always @(posedge clk) begin
    if (rst)
      dout <= 0;
    else 
      dout <= din;
    end
endmodule
module top(y, x, c0, c1, c2, clk, rst);
input                        clk;
input                        rst;
input  [8-1:0]   x;
input  [8-1:0]   c0;
input  [8-1:0]   c1;
input  [8-1:0]   c2;
output [2*8-1:0] y;
wire   [8-1:0]   c      [0:2];
wire   [2*8-1:0] cx     [0:2];
wire   [2*8-1:0] dff_in;
wire   [2*8-1:0] dff    [0:1];
assign c[0] = c0;
assign c[1] = c1;
assign c[2] = c2;
booth_mult m1(.product(cx[0]), .multiplicand(x), .multiplier(c[0]));
booth_mult m2(.product(cx[1]), .multiplicand(x), .multiplier(c[1]));
booth_mult m3(.product(cx[2]), .multiplicand(x), .multiplier(c[2]));
dff_16b d1(.clk(clk), .rst(rst), .din(cx[0] ), .dout(dff[0]));
dff_16b d2(.clk(clk), .rst(rst), .din(dff_in), .dout(dff[1]));
cla_16b ca1(.s(dff_in), .cin(1'b0), .a(dff[0]), .b(cx[1]));
cla_16b ca2(.s(y),      .cin(1'b0), .a(dff[1]), .b(cx[2]));
endmodule
```

==> reports/qor.yml <==
status: "finished clean"
dp_cells: 1531
io_pins: 50
post-route-period-util: 0.954
grt_overflow: 0
drt_iter0_drc: 466
stdcell_count: 1539
yosys_warnings: 7
critical_path_arrival_ns: 8.90
fmax_ghz: 0.0888
tightest_slew_ns: 0.826
antenna_cells: 0
gp_congestion: 0.916
ir_drop_v: 0.000118
ys_async_sr_fraction: 0
crit_top_cell: "ha_1"
cpMaxStageDelayCell: "or3b_1"
die_x_um: 154
cp.required_ns: 9.44
post_dp_cell_area_um2: 10100
routed_wl_um: 24400
drive_gt1_frac: 0.0606
slowest_delay_ns: 0.48
finalSetupViolations: 0
finalInstanceArea_um2: 10200
cts_tree: "built"
postRouteAntennaNets: 0
hpwl_um: 20000
syn_area_um2: 9300
crit_fanout: 14
antenna_found_initial: 0
cp-start-kind: "primary input"
maxSlewViolCount: 0
ys_types: 59
powerDensity_nw_per_um2: 203
warnings: 54
grt_pass1_wl_um: 39400
drv_cap: 0
ys_chip_area_um2: 9300
hold_viol_final: 0
detail_route.wl_per_cell_um: 15.9
num_vias: 8095
ctsResizeCount: 0
core.rowCount: 55
fin_crit_ns: 11.26
dp_slack_ns: 0.544
first_pass_iters: 5
first_global_vias: 7415
p_leak_nw: 4.81
setup_ws_ns: 0.543
syn_inst: 1238
ys_ff: 32
initCoreUtil: 0.410
avgSynthCellArea_um2: 7.51
area_growth_pct: 10.0
path_class: "in -> out"
core_um2: 22700
rsz0062_at_grt: "no"
grt_max_degree: 33
dieArea_um2: 23900
postSynthSeqShare: 0.0689
synth-main-ff-cell: "dfxtp_1"
routed_via_density: 5.26
clkLatencyLatePin_ns: 0.27
die_h_um: 154
setup_tns_ns: 0
utilization: 0.451
clockBufferDepth: 2
htree_levels: 2
io_buffers: 49
cts_sinks: 32
post_cts_buffers: 0
critPathCaptureType: "primary output"
skew_ns: 0.00489
ctsRootBufferMaster: "clkbuf_16"
drc: 0
numCtsBuffers: 5
clkTransAtPathRegs_ns: 0.05
slew_headroom: 0.448
hold_path_class: "reg -> reg"
yosys_cells: 1238
edf_count: 0
postCtsHoldBufs: 0
grt.total_usage: 0.214
-- per-stage QoR --
step	hold slack (ns)	total power, mW
6_report	0.583	2.08
5_1_grt	0.589	2.35
4_1_cts	0.580	2.12
3_5_place_dp	0.564	1.97
3_3_place_gp	0.568	1.96
2_1_floorplan	0.524	1.56
-- path summary, 6_finish.rpt --
| check | startpoint | end | slack [ns] | cells after the start |
|---|---|---|---|---|
| hold reg to reg | d1.dout[0] | d2.dout[0] | 0.58 | 2 |
| hold / removal | d1.dout[0] | d2.dout[0] | 0.58 | 2 |
| setup / recovery | x[1] | y[15] | 0.54 | 32 |
| setup reg to reg | d1.dout[1] | d2.dout[15] | 8.28 | 15 |
-- worst max-delay path, delay by kind of cell --
kind / cells / cell delay, ns
fa+ha+maj: 7 / 1.77
compound gates: 10 / 1.55
buf+inv: 6 / 1.43
simple gates: 5 / 1.21
xor+xnor: 4 / 0.58
-- cell usage after synthesis, types with 3 or more instances --
library cell / number / area share
a211o_1: 9 / 0.0085
a211oi_1: 28 / 0.023
a21o_1: 26 / 0.021
a21oi_1: 86 / 0.046
a221oi_1: 8 / 0.0075
a221oi_2: 8 / 0.013
a22o_1: 8 / 0.0075
a22oi_1: 6 / 0.0048
a31oi_1: 4 / 0.0027
a32o_1: 6 / 0.0065
and2_1: 13 / 0.0087
and3b_1: 4 / 0.0038
buf_1: 12 / 0.0048
buf_2: 10 / 0.0054
buf_4: 16 / 0.013
clkbuf_1: 46 / 0.019
dfxtp_1: 32 / 0.069
fa_1: 38 / 0.082
ha_1: 153 / 0.21
inv_1: 83 / 0.033
mux2_2: 7 / 0.0085
mux2i_1: 19 / 0.020
nand2_1: 71 / 0.029
nand2b_1: 37 / 0.025
nand3_1: 4 / 0.0022
nor2_1: 191 / 0.077
nor2b_1: 28 / 0.019
nor3_1: 25 / 0.013
nor3b_1: 3 / 0.0024
o211ai_1: 6 / 0.0048
o21a_1: 44 / 0.036
o21ai_0: 42 / 0.023
o21bai_1: 3 / 0.0024
or2_2: 3 / 0.0020
or3_1: 4 / 0.0027
xnor2_1: 92 / 0.087
xor2_1: 38 / 0.036
-- where the power goes --
part | switching (mW) | internal [mW]
Combinational | 0.877 | 0.899
Sequential | 0.0231 | 0.152
Clock | 0.0454 | 0.0837
-- metal layers --
| metal | track usage | vias up | wire (um) |
|---|---|---|---|
| met5 | 0 | - | 0 |
| met4 | 0.0330 | 0 | 403 |
| met3 | 0.0146 | 23 | 1080 |
| met2 | 0.343 | 174 | 10700 |
| met1 | 0.325 | 3664 | 12200 |
| li1 | - | 4234 | - |
-- layout make-up --
type	instances	area [um^2]
clock buffers	6	139
flip-flops and latches	32	641
well taps	285	357
repair buffers	93	821
clock inverters	2	15.0
fillers	2298	12500
multi-input cells	1036	7940
inverters	85	319
-- layout by cell type, fill, tap and decap left out, drive strengths merged, types with 6 or more instances in the layout --
master,instances
a211o,9
fa,38
a211oi,28
a22oi,6
a21o,27
nor3,26
ha,153
nand2,72
a21oi,86
a22o,8
and2,13
o211ai,6
mux2i,19
xor2,38
dfxtp,32
o21a,44
a32o,6
buf,44
nand2b,37
clkdlybuf4s50,49
a221oi,16
xnor2,93
clkbuf,6
o21ai,43
mux2,7
nor2,191
inv,83
nor2b,28
-- logic make-up (layout without fill, tap and decap cells) --
| logic type | after synthesis | after routing | synth area share |
|---|---|---|---|
| AND/OR/NAND/NOR | 392 | 392 | 0.195 |
| AND-OR/OR-AND | 296 | 296 | 0.218 |
| adder cells (fa/ha/maj) | 191 | 191 | 0.288 |
| buffers and inverters | 170 | 186 | 0.0772 |
| XOR/XNOR | 131 | 131 | 0.125 |
| flip-flops | 32 | 32 | 0.0689 |
| multiplexers | 26 | 26 | 0.0289 |
-- registers in the layout, summed over array words and instances, names as in the netlist --
register	cells
d1.dout	16
d2.dout	16
Power figures rest on the tool's default switching activity, not on a simulated workload.
